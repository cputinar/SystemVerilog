## run.sh

```bash
#!/bin/bash
# OpenROAD 26Q1-2900-gdf79404cd8, Yosys 0.63+post, stock flow scripts
make -C /OpenROAD-flow-scripts/flow DESIGN_CONFIG=/design/flow/config.mk WORK_HOME=/design/flow/orfs finish
```

## constraint.sdc

```tcl
current_design mux8

set clk_period 1.5
set clk_io_pct 0.2

create_clock -name clk0 -period $clk_period

set non_clock_inputs [all_inputs -no_clocks]
set_input_delay [expr $clk_period * $clk_io_pct] -clock clk0 $non_clock_inputs
set_output_delay [expr $clk_period * $clk_io_pct] -clock clk0 [all_outputs]
```

## config.mk

```make
export PLATFORM = sky130hd
export DESIGN_NAME = mux8
export DESIGN_NICKNAME = mux8
export VERILOG_FILES = /design/flow/design.v
export SDC_FILE = /design/flow/constraint.sdc
export NUM_CORES = 4
export LEC_CHECK = 1
export CORE_AREA = 10 10 70 70
export DIE_AREA = 0 0 80 80
```

## design.v

```verilog
module mux8
  #(parameter width=4)
  (input logic [width-1:0] d0, d1, d2, d3, 
                           d4, d5, d6, d7,
  input logic [2:0] s, 
  output logic [width-1:0] y);
  always_comb
  case(s)
    0: y = d0;
    1: y = d1;
    2: y = d2;
    3: y = d3;
    4: y = d4;
    5: y = d5;
    6: y = d6;
    7: y = d7;
  endcase
endmodule
```

==> results.txt <==
Physical implementation.

- The first global-routing pass estimated 2.63 mm of wire.
- The Yosys warning count is 1.
- The post-placement cell area is 749 µm².
- The remaining global-route overflow is 0.
- The hold path endpoint is y[0].
- The worst setup path is of the input pin to output pin kind.
- The flow ran to the end, but the final reports show violations.
- Timing would allow up to 662 MHz.
- For this run, the detailed router reports a per-instance via density of 3.59.
- The sequential fraction of the synthesis area is 0%.
- STA on the placed design reports a worst setup slack of -0.798 ns.
- There are 0 flip-flops and latches.
- The number of buffers inserted for hold repair after clock tree synthesis is 0.
- Registers take 0 µm².
- The worst setup path is captured at an output pin.
- The yosys stat cell total is 39.
- Measured along the x axis, the die boundary spans 80 µm.
- The number of distinct standard cells referenced by the synthesized netlist is 15.
- With fillers left out, the area of the finished cells amounts to 793 µm².
- The number of standard cells after synthesis is 39.
- The core box area is 3420 µm².
- The wire length recorded after detailed routing is 1.70 mm.
- Between the synthesized netlist and the finished layout, the area growth was recorded as 158%.
- The final report lists the setup-violating endpoint count as 1.
- The layout has 0 clock buffers.
- The final number of hold-violating endpoints is 0.
- Of the available clock period, the critical path in the final layout requires 101%.
- Post-synthesis, Yosys gives the total cell area as 308 µm².
- The number of port buffers is 39.
- Looking at the max-slew report, the worst-margin pin has a slew of 0.178 ns.
- The critical path in the final layout is reported with a setup slack of -0.0107 ns.
- The initial antenna violation count is 0.
- Per the log, the first TritonRoute iteration ended with a DRC count of 12.
- The pin count of the biggest net entering global routing is 9.
- The slew check shows that the tightest pin keeps a relative margin of 87.8%.
- A synthesized cell averages 7.89 µm².
- The repair_antennas step left the layout with diodes totalling 0.
- The total routing usage reported by global routing is 5.01%.
- In the final layout, the share of cells above drive strength 1 is 26.3%.
- The effective utilization at floorplan is 9.01%.
- The tally of OpenROAD warnings is 34.
- The routed length per placed instance is 13.5 µm.
- The startpoint of the tightest hold check path is d1[0].
- The floorplan step set the die height to 80 µm.
- For this block, the via count after detailed routing is 452.
- The floorplan has 21 rows.
- The power per unit of standard cell area is 238 nW/µm².
- The number of instances in the placed design is 123.
- The total half-perimeter wirelength after legalization and detailed placement is 1.45 mm.
- The checks that failed: negative setup slack.
- Cells fill 23.2% of the core in the end.
- The tally of max-capacitance violations is 0.
- Setup repair after global routing could not meet its margin everywhere.
- The maximum VDD drop is 71.6 µV.
- The final period demand of the worst path is 1.51 ns.
- The power report puts the leakage power at 0.386 nW.
- The via count of the first global-routing pass is 523.
- TritonRoute reported its final design rule violation total as 0.
- The number of pins exceeding their max-slew limit in the final report is 0.
- The routability-driven placement congestion ratio is 0.752.
- The arrival time reported for the critical path endpoint is 1.21 ns.
- The worst hold path passes through 5 cells.
- The finished layout holds 126 standard cells, fillers aside.
- The count of pins on the block boundary is 39.
- Per the post-route antenna check, the number of violating nets is 0.
- The final hold slack is 1.10 ns.
- Along the worst path, the maximum fanout reaches 8.
- The type of origin of the critical path is an input pin.
- The type of the tightest min-delay check is input pin to output pin.
- The die covers 6400 µm².
- The worst path required time is 1.20 ns.
- According to the report, the first pass of detailed routing completed in 2 iterations.
- Before any placement, the netlist area is recorded as 308 µm².
- Per the layout report, the design carries 392 filler cells.
[power by group]
group          switching (mW)  internal (mW)
clock network               0              0
registers                   0              0
logic                  0.0631          0.126
total                  0.0631          0.126
[cells in the mapped netlist (all sizes together)]
library cell | number | area [µm²]
mux2i | 11 | 110
a211oi | 4 | 30.0
buf | 4 | 41.3
nor2 | 3 | 11.3
nor3b | 3 | 22.5
o22a | 3 | 26.3
o22ai | 3 | 18.8
nand2 | 2 | 7.51
nand2b | 2 | 12.5
a21oi | 1 | 5.00
a22o | 1 | 8.76
inv | 1 | 3.75
o32a | 1 | 10.0
[cells in the final DEF (no fill, tap or decap)]
cell / Yosys / routed
dlygate4sd2_1: 0 / 25
mux2i_1: 11 / 11
buf_2: 0 / 6
clkdlybuf4s50_1: 0 / 4
nor2_1: 3 / 3
a211oi_1: 4 / 3
o22ai_1: 3 / 3
nor3b_2: 0 / 3
o22a_1: 3 / 3
buf_12: 0 / 3
buf_4: 2 / 3
nand2b_4: 0 / 2
dlymetal6s2s_1: 0 / 2
a22o_1: 1 / 1
a21oi_1: 1 / 1
inv_1: 1 / 1
nand2_2: 0 / 1
o32a_1: 1 / 1
nand2_1: 2 / 1
a211oi_2: 0 / 1
buf_16: 0 / 1
clkbuf_4: 0 / 1
[area by class of cell]
cell class	instances	area (µm²)	area share [%]
Inverter	1	3.75	0.473
Timing Repair Buffer	45	432	54.4
Tap cell	46	57.6	7.26
Multi-Input combinational cell	34	300	37.9
[metal layers]
| metal | vias up | GRT usage (%) | wire length (µm) | part of all wire, % |
|---|---|---|---|---|
| met5 | - | 0 | 0 | 0 |
| met4 | 0 | 0 | 0 | 0 |
| li1 | 238 | - | - | - |
| met2 | 11 | 10.0 | 971 | 57 |
| met1 | 203 | 5.34 | 619 | 37 |
| met3 | 0 | 1.25 | 105 | 6.2 |
[repair_timing]
item                                    4_1_cts  5_1_grt
cloned                                        1        0
endpoints found under the setup margin        4        4
endpoints found under the hold margin         0        0
setup buffers                                 2        0
pin swaps                                    14        8
gates resized                                61        7
[through the flow]
stage | setup TNS [ns] | total power, mW
5_1_grt | -0.0878 | 0.206
3_3_place_gp | -3.07 | 0.199
6_report | -0.0107 | 0.189
4_1_cts | -0.0278 | 0.188
3_5_place_dp | -3.06 | 0.200
2_1_floorplan | 0 | 0.0712
[cell families after synthesis]
logic type	count (synthesis)	synth area share [%]
buf+inv	5	14.6
compound gates	13	32.1
mux	11	35.8
simple gates	10	17.5
[critical path, stage by stage]
cell and delay, ns:
buf_12 0.09, buf_12 0.13, nand2b_4 0.05, a22o_1 0.19, o32a_1 0.34, buf_2 0.11
[worst max-delay path by stage]
stage / start / endpoint / depth (start not counted)
CTS: s[1] / y[2] / 6
global route: s[1] / y[2] / 6
finish: s[1] / y[2] / 6
Power is estimated from default activity; no workload was simulated.
